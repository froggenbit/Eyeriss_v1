===== flow/config.mk =====
export PLATFORM = sky130hd
export DESIGN_NAME = shift_reg
export DESIGN_NICKNAME = shift_reg
export VERILOG_FILES = /design/flow/design.v
export SDC_FILE = /design/flow/constraint.sdc
export NUM_CORES = 4
export LEC_CHECK = 1
export CORE_UTILIZATION = 40

===== flow/constraint.sdc =====
current_design shift_reg

set clk_period 12.0
set clk_io_pct 0.2

create_clock -name clk0 -period $clk_period [get_ports {clk}]
create_clock -name clk1 -period $clk_period [get_ports {complete}]

set non_clock_inputs [all_inputs -no_clocks]
set_input_delay [expr $clk_period * $clk_io_pct] -clock clk0 $non_clock_inputs
set_output_delay [expr $clk_period * $clk_io_pct] -clock clk0 [all_outputs]

===== flow/design.v =====
module register2 (clk,en,d,q);
   input clk,en;
   input [15:0] d;
   output reg [15:0] q;
   always @(negedge clk) begin
       if (en) begin
           q <= d;
       end
   end
endmodule
module shift_reg (
    clk,complete,output_done,D,oc,
    q0,q1,q2,q3,q4,q5,q6,q7,q8,
    q9,q10,q11,q12,q13,q14,q15,
    q16,q17,q18,q19,q20,q21,q22,q23
);
input clk,complete;
input [15:0] D;
input [4:0] oc;
output [15:0] q0,q1,q2,q3,q4,q5,q6,q7,q8,q9,q10,q11,q12,q13,q14,q15,q16,q17,q18,q19,q20,q21,q22,q23;
output reg output_done = 1'b0;
wire [15:0] q [23:0];  
reg en = 0;
reg [4:0] count = 5'd0;
reg [3:0] count2 = 4'b0;
assign q0 = q[0];
assign q1 = q[1];
assign q2 = q[2];
assign q3 = q[3];
assign q4 = q[4];
assign q5 = q[5];
assign q6 = q[6];
assign q7 = q[7];
assign q8 = q[8];
assign q9 = q[9];
assign q10 = q[10];
assign q11 = q[11];
assign q12 = q[12];
assign q13 = q[13];
assign q14 = q[14];
assign q15 = q[15];
assign q16 = q[16];
assign q17 = q[17];
assign q18 = q[18];
assign q19 = q[19];
assign q20 = q[20];
assign q21 = q[21];
assign q22 = q[22];
assign q23 = q[23];
always@(negedge complete) begin
    en = 1'b1;
end
always@(posedge complete) begin
    count = 0 ;
end
always@(posedge clk) begin
    if(en == 1) begin
        count = count + 1;
        if (count == oc+1)
            en = 0;
    end
end
always@(negedge en) begin
   output_done = 1'b1;
end
always@(posedge clk) begin
    if(output_done ==1) begin
        if(count2 < oc - 1)
            count2 = count2 + 1;
        else begin
            count2=0;
            output_done = 0;
        end
    end
end
register2 r0(.clk(clk),.en(en),.d(D),.q(q[0]));
genvar r;
generate
  for (r=1;r<24;r=r+1) begin
    register2 rx (.clk(clk),.en(en),.d(q[r-1]),.q(q[r]));
  end
endgenerate
endmodule

===== flow/run.sh =====
#!/bin/bash
# OpenROAD 26Q1-2900-gdf79404cd8, Yosys 0.63+post, stock flow scripts
make -C /OpenROAD-flow-scripts/flow DESIGN_CONFIG=/design/flow/config.mk WORK_HOME=/design/flow/orfs finish

==> summary.txt <==
run metrics: share of the synthesized area in the top cell type 97.0%, adder-cell share of the synthesized area 0.729%, Err ERROR: Found 2 problems in 'check -assert'., Post-synth top flop edfxtp_1, ys async rst share 0%, comb area leader adder cells, yosys cell count 431, Yosys cell types 22, run status stopped before the end, Yosys warnings 2, cell taking the most area after synthesis edfxtp_1, failing step synthesis (1_2_yosys), count leader, synth edfxtp_1, Post-synth seq share 97.7%, Post-synth EDFFs 388, XOR/XNOR Fraction of Synth Area 0.292%, Post-synth regs 392, Mux cell area share 0%, Area contributors post-synth edfxtp_1, ha_1, dfxtp_1, Simple Share, Synth 0.406%, top cell types by occurrence after synthesis edfxtp_1, ha_1, inv_1, dfxtp_1, Yosys Chip Area 12000 µm², AO/OA Area Share 0.656%
==> logic make-up after synthesis <==
| family | Yosys count |
|---|---|
| DFF | 392 |
| AOI/OAI and AO/OA | 12 |
| and+or+nand+nor | 9 |
| adders and majority gates | 7 |
| buffers and inverters | 6 |
| xor gates and xnor gates | 4 |
| other | 1 |
