File: flow/design.v
module counter2 (   clk,                
                    rstn,
                    out);
  output reg[9:0] out = 9'b000000000;
  input clk;
  input rstn;
  always @ (negedge clk) begin
    if (! rstn)
      out <= 0;
    else
      out <= out + 1;
  end
endmodule
module counter22 (  clk,
                    rstn,
                    out);
  output reg[3:0] out = 4'b0000;
  input clk;
  input rstn;
  always @ (negedge clk) begin
    if(rstn)
      out <= out + 1;
    else
        out = 4'h0;
  end
  always @(*)
  begin
    if(! rstn)
        out =4'b0000;
  end
endmodule
module pe_array_control ( clk,complete,load_signal,load_signal2,load_signal3,start,mux_sel,oc,ic,ocb,icb,filter_height,filter_width,ifm_height,ifm_width,alarm );
    input             clk;
    input [4:0]       oc,ic,ocb,icb,filter_height,filter_width;
    input [15:0]      ifm_height,ifm_width;
    input             complete;
    input             alarm;
    output reg [11:0] load_signal = 12'h000 ,load_signal2 = 12'h000 ,load_signal3 = 12'h000 ;
    output reg [10:0] mux_sel ;
    output reg        start;
    reg [3:0]   count   = 4'h0;
    reg [15:0]  count_w = 16'h0000;
    reg         all_done= 1'b0;
    wire [3:0] RT;
    reg rstc4;
    reg rstc_sq;
    reg ifmap_loading =1'b0;
    reg rstc_spq      =1'b0;
    assign RT = icb*ocb;
    always@(posedge alarm) begin
        load_signal= 12'hfff;
        load_signal3=12'hfff;
        load_signal2=12'h000;
        rstc_spq=load_signal3[0];
    end
    reg [2:0]count_r = 3'b000;
    wire one,two,three,four,five,six,seven,eight,nine,ten,eleven,twelve;
    assign one     = ~filter_height[3]&~filter_height[2]&filter_height[1]&~filter_height[0];
    assign two     = (~filter_height[3])&(~filter_height[2])&(filter_height[1])&(~filter_height[0]);
    assign three   = (~filter_height[3])&(~filter_height[2])&(filter_height[1])&(filter_height[0]);
    assign four    = (~filter_height[3])&(filter_height[2])&(~filter_height[1])&(~filter_height[0]);
    assign five    = (~filter_height[3])&(filter_height[2])&(~filter_height[1])&(filter_height[0]);
    assign six     = (~filter_height[3])&(filter_height[2])&(filter_height[1])&(~filter_height[0]);
    assign seven   = (~filter_height[3])&(filter_height[2])&(filter_height[1])&(filter_height[0]);
    assign eight   = (filter_height[3])&(~filter_height[2])&(~filter_height[1])&(~filter_height[0]);
    assign nine    = (filter_height[3])&(~filter_height[2])&(~filter_height[1])&(filter_height[0]);
    assign ten     = (filter_height[3])&(~filter_height[2])&(filter_height[1])&(~filter_height[0]);
    assign eleven  = (filter_height[3])&(~filter_height[2])&(filter_height[1])&(filter_height[0]);
    assign twelve  = (filter_height[3])&(filter_height[2])&(~filter_height[1])&(~filter_height[0]);
    always @(*) begin
        mux_sel[0] = one;
        mux_sel[1] = one      | two ;
        mux_sel[2] = one      | three;
        mux_sel[3] = one      | two   |four;
        mux_sel[4] = one      | five;
        mux_sel[5] = one      | two   |three  | six;
        mux_sel[6] = one      | seven;
        mux_sel[7] = one      | two   | four  | eight;
        mux_sel[8] = nine     | three | one;
        mux_sel[9] = ten      | five  | two   | one;
        mux_sel[10] = eleven  | one;
        if(mux_sel[0] == 1) begin
            count_r = count_r +1;
            if(count_r == icb)
                count_r =0;
            else
                mux_sel[0] = 0;
        end
        if(mux_sel[1] == 1) begin
            count_r = count_r +1;
            if(count_r == icb)
                count_r =0;
            else
                mux_sel[1] = 0;
        end
        if(mux_sel[2] == 1) begin
          count_r = count_r +1;
          if(count_r == icb)
            count_r =0;
          else
            mux_sel[2] = 0;
        end
        if(mux_sel[3] == 1) begin
          count_r = count_r +1;
          if(count_r == icb)
            count_r =0;
          else
            mux_sel[3] = 0;
        end
        if(mux_sel[4] == 1) begin
          count_r = count_r +1;
          if(count_r == icb)
            count_r =0;
          else
            mux_sel[4] = 0;
        end
        if(mux_sel[5] == 1) begin
          count_r = count_r +1;
          if(count_r == icb)
            count_r =0;
          else
            mux_sel[5] = 0;
        end
        if(mux_sel[6] == 1) begin
          count_r = count_r +1;
          if(count_r == icb)
            count_r =0;
          else
            mux_sel[6] = 0;
        end
        if(mux_sel[7] == 1) begin
          count_r = count_r +1;
          if(count_r == icb)
            count_r =0;
          else
            mux_sel[7] = 0;
        end
        if(mux_sel[8] == 1) begin
          count_r = count_r +1;
          if(count_r == icb)
            count_r =0;
          else
            mux_sel[8] = 0;
        end
        if(mux_sel[9] == 1) begin
          count_r = count_r +1;
          if(count_r == icb)
            count_r =0;
          else
            mux_sel[9] = 0;
        end
        if(mux_sel[10] == 1) begin
          count_r = count_r +1;
          if(count_r == icb)
            count_r =0;
          else
            mux_sel[10] = 0;
        end
    end
    wire [9:0]  s4;        
    assign s4 = (filter_width*oc*ic);   
    wire [9:0] w_spq;      
    counter2 spq(.clk(clk),.rstn (rstc_spq), .out(w_spq));
    wire [3:0] s3 ;
    assign s3 = filter_width*ic;
    wire [3:0] w_sq;
    counter22 sq(.clk(clk), .rstn(rstc_sq),.out(w_sq));      
    reg filt_loaded = 1'b0;
    always@(*) begin
      if(w_spq == s4+1)
      begin
          rstc_spq=1'b0;
          load_signal3=12'h000;
          filt_loaded=1;
      end
    end
    reg [11:0] record;
    always@(posedge filt_loaded) begin
         if(one)
          load_signal2=12'b000000000001;
         else if (two)
          load_signal2=12'b000000000011;
         else if (three)
          load_signal2=12'b000000000111;
         else if (four)
          load_signal2=12'b000000001111;
         else if (five)
          load_signal2=12'b000000011111;
         else if ( six)
          load_signal2=12'b000000111111;
         else if (seven)
          load_signal2=12'b000001111111;
         else if ( eight)
          load_signal2=12'b000011111111;
         else if (nine)
          load_signal2=12'b000111111111;
         else if (ten)
          load_signal2=12'b001111111111;
         else if (eleven)
          load_signal2=12'b011111111111;
         else
          load_signal2=12'hfff;
         count=count+1;                   
         ifmap_loading = 1;
         record = load_signal2;
    end
    always@(posedge clk) begin
        rstc_sq = ifmap_loading;
    end
    always@(*) begin
      if(w_sq == s3)             
      begin
         count = count +1;
         load_signal2=load_signal2 << filter_height;
         rstc_sq=0;
         if(count > RT)
         begin
          load_signal2 = 12'h000;
          ifmap_loading = 0;
          start=1;
          filt_loaded=0;
          count=0;
          load_signal = 12'h000;
          load_signal3 = 12'h000;
         end
      end
      else begin
         rstc_sq = ifmap_loading;
      end
    end
    always@(posedge complete) begin
      start = 0;
      count_w = count_w+1;
      count = 0;
      ifmap_loading=1;
      filt_loaded=1;
      load_signal=12'hfff;
      load_signal3=12'h000;
      if(count_w == (ifm_width - filter_width + 1)) begin
          all_done=1;
      end
    end
endmodule  
File: flow/run.sh
#!/bin/bash
# OpenROAD 26Q1-2900-gdf79404cd8, Yosys 0.63+post, stock flow scripts
make -C /OpenROAD-flow-scripts/flow DESIGN_CONFIG=/design/flow/config.mk WORK_HOME=/design/flow/orfs finish
File: flow/config.mk
export PLATFORM = sky130hd
export DESIGN_NAME = pe_array_control
export DESIGN_NICKNAME = pe_array_control
export VERILOG_FILES = /design/flow/design.v
export SDC_FILE = /design/flow/constraint.sdc
export NUM_CORES = 4
export LEC_CHECK = 1
export CORE_UTILIZATION = 40
File: flow/constraint.sdc
current_design pe_array_control

set clk_period 37.3
set clk_io_pct 0.2

create_clock -name clk0 -period $clk_period [get_ports {alarm}]
create_clock -name clk1 -period $clk_period [get_ports {clk}]
create_clock -name clk2 -period $clk_period [get_ports {complete}]

set non_clock_inputs [all_inputs -no_clocks]
set_input_delay [expr $clk_period * $clk_io_pct] -clock clk0 $non_clock_inputs
set_output_delay [expr $clk_period * $clk_io_pct] -clock clk0 [all_outputs]
==> notes.md <==
fresh numbers from the pnr run: yosys simple share=0.331, Slew @ Worst Pin=810 ps, Final Cell Area=3070 µm², Synth Area in XOR/XNOR=0.120, Mean Syn Cell Area=6.64 µm², DRT iter0 DRCs=102, Die Footprint=7750 µm², share of layout cells above drive strength 1=0.0788, setup TNS=0 ps, post_cts resized=0, core area=6980 µm², # diodes=0, RSZ-0062 raised after global routing=false, 1st-pass router iterations=4, Top Metal Used=met3, Area leader share=0.0964, GRT overflow=0, Post-Route WL=7020 µm, peak supply drop=0.0000167 V, Buffers on Ports=20, biggest area cells=buf_4, xnor2_1, nor2_1, CTS Hold Bufs=0, fp util=0.424, row count=30, Syn Inst Count=446, Placed Cells=540, final setup fails=0, CP required=29,840 ps, worst-path maximum fanout=15, global-route wire length before repair=12,300 µm, CP bufs+invs=6, most common cell in the netlist=nor2_1, io pins=113, fraction of registers with async set/reset=0, wl on met1=3750 µm, cell type with the largest total area=buf_4, Max Cap Viol=0, initial antenna violation count=0, slowest cell on the critical path=or4b_1, cell family with most CP delay=simple AND/OR/NAND/NOR gates, Post-CTS Setup Bufs=0, Die Y=88.0 µm, Leak=1.19 nW, main flop type=dlxtn_1, Vias=2,943, most frequent CP cell=ha_1, CP max stage delay=780 ps, final hold vios=0, Final Wtd Congestion=0.882, worst slack at placement=6160 ps, HP Class=input pin to primary output, wire length per cell=13.0 µm, Post-synth EDFFs=0, # DRC=0, Tot GR Track Use=0.193, total chip power=91.5 µW, top post-synthesis cells by count=nor2_1, nand2_1, buf_4, a21oi_1, xnor2_1, vias in the first global route=2,576, mux frac, synth=0.0372, Final WS setup=6070 ps, Adder-Cell Fraction of Synth Area=0.0465, relative slew slack=0.460, post-DP HPWL=5560 µm, yosys stat area=2960 µm², ys cells=446, Arr. time, crit path=23,770 ps, OpenROAD warnings=84, Largest register FFs=3, Slew Limit Fails=0, met2 WL=3100 µm, Hold Slack=16,180 ps, vias per std cell=5.45, Die W=88.0 µm, Startpoint Class=input pin, Setup crit end kind=primary output, Area growth, synth to finish=3.68%, pwr/cell area=29.8 nW/µm², Detail Route Antenna Nets=0, Non-Filler Instances=540, largest net degree at the start of global routing=37, AO/OA Area Share=0.304, endpoints left unconstrained=3, Netlist cell types=73, count of unclocked register or latch pins=3, synthesized cell area=2960 µm², Logic family by area=simple AND/OR/NAND/NOR gates, placed cell areas=3070 µm², Yosys Warn Count=136, status=finished clean, met3 wire len=169 µm, ys flops=3, CP Class=input pin to primary output, Util after Layout=0.440
cell families (layout without fill, tap and decap cells):
kind of cell / Yosys count / count (layout)
buf+inv: 75 / 38
other cells: 2 / 37
mux: 10 / 10
simple gates: 186 / 186
fa+ha+maj: 11 / 11
latches: 3 / 3
xor+xnor: 39 / 39
compound gates: 120 / 120
final timing paths:
kind / cells after the start / endpoint / startpoint
max: 76 / mux_sel[10] / filter_height[3]
min: 5 / mux_sel[0] / icb[3]
power by group:
group / total [mW] / switching, mW / internal, mW / leakage (nW)
clock: 0 / 0 / 0 / 0
combinational: 0.0895 / 0.0515 / 0.0379 / 1.17
sequential: 0.00201 / 0.000998 / 0.00101 / 0.0246
area by class of cell:
class / instances / area, µm²
multi-input combinational: 403 / 2620
sequential: 3 / 45.0
tap: 96 / 120
timing repair buffer: 24 / 230
inverter: 14 / 52.6
fill: 732 / 3910
per-layer routing:
| metal | global-route usage | up-vias |
|---|---|---|
| li1 | - | 1558 |
| met2 | 0.316 | 45 |
| met5 | 0 | - |
| met3 | 0.00477 | 0 |
| met1 | 0.303 | 1340 |
| met4 | 0 | 0 |
placed cells by master, fill, tap and decap left out, drive strengths merged, types with 8 or more instances in the layout:
cell	n
nor2	55
xor2	14
a211oi	9
clkdlybuf4s50	20
conb	37
xnor2	24
nand3	14
o21ai	20
nor3	21
nor4	8
o211ai	8
and3	9
a21oi	26
ha	11
nand2	41
inv	14
Power figures rest on the tool's default switching activity, not on a simulated workload.
