==> ./design.v <==
module mux2X1( in0,in1,sel,out);
input  [15:0] in0,in1;
input sel;
output reg [15:0] out;
always @(*)
   begin
     if(sel)
       out= in1;
     else
    	out=in0;
   end
endmodule
==> ./run.sh <==
#!/bin/bash
# OpenROAD 26Q1-2900-gdf79404cd8, Yosys 0.63+post, stock flow scripts
make -C /OpenROAD-flow-scripts/flow DESIGN_CONFIG=/design/flow/config.mk WORK_HOME=/design/flow/orfs finish
==> ./config.mk <==
export PLATFORM = sky130hd
export DESIGN_NAME = mux2X1
export DESIGN_NICKNAME = mux2X1
export VERILOG_FILES = /design/flow/design.v
export SDC_FILE = /design/flow/constraint.sdc
export NUM_CORES = 4
export LEC_CHECK = 1
export CORE_AREA = 10 10 70 70
export DIE_AREA = 0 0 80 80
==> ./constraint.sdc <==
current_design mux2X1

set clk_period 1.0
set clk_io_pct 0.2

create_clock -name clk0 -period $clk_period

set non_clock_inputs [all_inputs -no_clocks]
set_input_delay [expr $clk_period * $clk_io_pct] -clock clk0 $non_clock_inputs
set_output_delay [expr $clk_period * $clk_io_pct] -clock clk0 [all_outputs]
==> out/writeup.txt <==
The number of cells on the worst hold path is listed as 3. The worst setup path is launched from an input port. The initialized floorplan defines 21 standard-cell rows. For reference, the top cells by area after synthesis are sky130_fd_sc_hd__mux2_4, sky130_fd_sc_hd__mux2_2, sky130_fd_sc_hd__buf_12. STA shows the worst min-delay path finishing at out[5]. The instance tally after logic synthesis was 18.

Summing all flip-flop and latch instances after layout gives 0 µm². The number of antenna violations at the first check in global routing came out at 0. With the number of clock-tree buffers in the layout at 0, the fmax is 947 MHz. After its last routability iteration, the placer logged a weighted congestion of 0.815. The most common cell in the synthesized netlist is sky130_fd_sc_hd__mux2_4. Entering global routing, the biggest net connects 9 pins. The number of cells in the yosys synthesis report is 18. At the worst endpoint, the required time is 0.80 ns.

The overall via count from detail_route is 359. The standard cell with the maximum stage delay on the critical path is sky130_fd_sc_hd__mux2_4. Grouping stages by cell kind, the critical path spends the most delay in buffers and inverters.

For reference, the critical path cell chain is buf_12 -> buf_12 -> mux2_4 -> buf_6. The number of vias per cell after detailed routing is 3.18. Per the post-run analysis, buffers plus inverters along the critical path come to 3. The average instance in the mapped netlist occupies 13.8 µm². Counting I/O delays and the setup requirement, the final critical path takes 1.06 ns. The cell area after synthesis is 249 µm². Setup violations remaining at the end of the flow were counted as 16. Most used cell along the critical path: sky130_fd_sc_hd__buf_12. The cell area after placement is 786 µm².

The routed length per placed instance was 12.4 µm. In this design, the stage delay of the slowest critical-path cell is 0.30 ns. In the routed netlist, the antenna diode instances number 0. The starting density of the core is 7.29%. Number of setup buffers added after CTS: 0. The layout filler cell count was 374. The transition time at the pin with the least slew margin came out at 0.0710 ns. The first global-routing pass estimated 2190 µm of wire. Startpoint of the lowest-slack hold path: in0[5]. The area share of the leading cell type in the synthesized netlist was 60.3%; the design area was 795 µm². The checks that failed: negative setup slack. The leakage component of the power was reported as 0.417 nW.

The peak supply drop was 151 µV; the count of flip-flops and latches was 0. The stat command in Yosys gives a chip area of 249 µm². The flow ran to the end, but the final reports show violations. In this run, placement finished with an instance count of 112. Per the placement log, port buffering inserted 49 buffers. The smallest setup slack after layout was -0.0564 ns.

The synthesis-to-layout area growth is 219%. The area of the die came out at 0.00640 mm². Dividing the final minimum period by the clock period gives 106%. The netlist uses 4 different library cells. The post-DP HPWL was 1220 µm. For this design the top-level I/O count stands at 49. The aggregate global routing overflow is 0, and the overall global routing resource usage is 4.20%.

The critical path is of the input port to output pin type. Measured against its own limit, the worst slew margin works out to 95.3%. The floorplan step set the die height to 80 µm. The path class of the tightest hold or removal check is input port to output pin. The worst setup path is captured at an output pin. In the final report, the number of hold violations comes to 0. The overall die width is 80 µm. The run gives 0 as the max-slew violation count.

With the maximum fanout count along the critical path at 8, the number of DRC markers after the initial detailed-route iteration is 2. The run gives 1 for the yosys synthesis warning count. The biggest area contributor in the post-synthesis netlist is sky130_fd_sc_hd__mux2_4. The run gives 0.00342 mm² as the area of the core region. The run gives 0 for the total of max-cap violations. Setup repair after global routing could not meet its margin everywhere.

The power density of the placed cells was 379 mW/mm². The run gives 1410 µm for the sum of routed wire length over all layers. The run gives 0 for the number of antenna-violating nets in the routed design.

The logs give 0% for the sequential cell area fraction in the yosys report and 0.86 ns for the critical path arrival. The script parses the final routing iteration and logs DRC violations as 0. The first detailed-routing pass took 2 iterations. Across all stage logs, warnings added up to 34. By count the netlist is led by sky130_fd_sc_hd__mux2_4, sky130_fd_sc_hd__mux2_2, sky130_fd_sc_hd__buf_12, sky130_fd_sc_hd__buf_6.

With the fraction of final layout cells sized beyond drive strength 1 at 52.2%, the via count of the first global-routing pass is 430. The tools report the number of cells in the finished layout apart from fillers as 113.
[routing by layer]
layer / track usage [%] / vias up / part of all wire (%)
li1: - / 167 / -
met1: 6.39 / 143 / 53
met2: 4.49 / 49 / 24
met3: 3.30 / 0 / 23
met4: 0 / 0 / 0
met5: 0 / - / 0
[final cells by class]
class / count / area (µm²) / share of cell area [%]
tap: 46 / 57.6 / 7.24
multi-input combinational: 16 / 240 / 30.2
timing repair buffer: 51 / 497 / 62.5
[worst max-delay path by stage]
stage	cells after the start	to	slack (ns)	start
finish	4	out[14]	-0.06	sel
global route	4	out[6]	-0.07	sel
CTS	4	out[15]	-0.06	sel
[through the flow]
step | utilization [%] | worst slack, ns | hold slack [ns] | power (mW) | setup TNS [ns]
6_report | 23.3 | -0.0564 | 0.794 | 0.301 | -0.817
5_1_grt | 23.3 | -0.0712 | 0.812 | 0.326 | -1.08
4_1_cts | 22.3 | -0.0602 | 0.801 | 0.286 | -0.874
3_5_place_dp | 23.0 | -0.853 | 1.44 | 0.319 | -13.23
3_3_place_gp | 23.0 | -0.846 | 1.44 | 0.319 | -13.02
2_1_floorplan | - | 0.0725 | 0.498 | 0.0893 | 0
[layout by cell type (no fill, tap or decap), drive strengths merged]
cell / count
buf: 19
dlygate4sd2: 32
mux2: 16
[power breakdown]
part	internal (mW)	switching, mW
Sequential	0	0
Combinational	0.234	0.0674
Clock	0	0
[timing repair]
item | 4_1_cts | 5_1_grt
resized | 102 | 5
cloned | 1 | 0
endpoints found under the setup margin | 16 | 16
hold buffers | 0 | 0
[cells by family after synthesis]
family	synth area share, %
buffers and inverters	12.6
muxes	87.4
Power is estimated from default activity; no workload was simulated.
